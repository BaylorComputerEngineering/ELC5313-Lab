==> /design/flow/config.mk <==
export PLATFORM = sky130hd
export DESIGN_NAME = adder
export DESIGN_NICKNAME = adder
export VERILOG_FILES = /design/flow/design.v
export SDC_FILE = /design/flow/constraint.sdc
export NUM_CORES = 4
export LEC_CHECK = 1
export CORE_AREA = 10 10 70 70
export DIE_AREA = 0 0 80 80
==> /design/flow/constraint.sdc <==
current_design adder

set clk_period 1.6
set clk_io_pct 0.2

create_clock -name clk0 -period $clk_period [get_ports {clk}]

set non_clock_inputs [all_inputs -no_clocks]
set_input_delay [expr $clk_period * $clk_io_pct] -clock clk0 $non_clock_inputs
set_output_delay [expr $clk_period * $clk_io_pct] -clock clk0 [all_outputs]
==> /design/flow/design.v <==
`timescale 1ns / 1ps
module adder (
    input  logic        clk,
    input  logic [3:0]  a,
    input  logic [3:0]  b,
    output logic [3:0]  c
);
    always_ff @(posedge clk) begin
        c <= a + b;    
    end
endmodule
==> /design/flow/run.sh <==
#!/bin/bash
# OpenROAD 26Q1-2900-gdf79404cd8, Yosys 0.63+post, stock flow scripts
make -C /OpenROAD-flow-scripts/flow DESIGN_CONFIG=/design/flow/config.mk WORK_HOME=/design/flow/orfs finish
==> impl_metrics.py <==
# Auto-generated metrics
metrics = {
    "timing": {
        "finalHoldViolations": 0,
        "max_slew_margin": 0.870,
        "drv_slew": 0,
        "holdWs_ns": 0.678,
        "setup_viol": 0,
        "tightest_slew_ns": 0.194,
        "finalCritPeriodShare": 0.863,
        "period_needed_ns": 1.38,
        "rsz0062_at_grt": "false",
        "max_freq_mhz": 724,
    },
    "power": {
        "p_seq_frac": 0.372,
        "clkPwrFrac": 0.384,
        "switching_share": 0.201,
        "leakage_nw": 0.147,
        "powerDensity_mw_per_mm2": 849,
        "ir_drop_uv": 188,
        "power.net_switching_mw": 0.0647,
        "combPwrFrac": 0.243,
        "p_int_mw": 0.258,
    },
    "grt": {
        "grt_max_degree": 3,
        "overflow": 0,
        "antenna_found_initial": 0,
        "grt_pass1_wl_um": 848,
        "grt_pass1_vias": 185,
        "grt.total_usage": 0.0179,
    },
    "setup_path": {
        "critPathArrivalTime_ns": 1.50,
        "endpoint_kind": "flip-flop",
        "crit_type": "primary input to flip-flop",
        "crit_required_ns": 1.72,
        "worstSetupStartpointType": "primary input",
        "worstPathMaxFanout": 2,
    },
    "cells_and_area": {
        "drive_above_1_share": 0.143,
        "lay_top_count": "clkdlybuf4s50_1",
        "fill_cells": 404,
        "largestRegisters": "c: 4 flops",
        "utilization": 0.111,
        "top_register": "c",
        "area_growth_pct": 111,
        "lay_top_cells": "clkdlybuf4s50_1, dfxtp_1, ha_1, clkbuf_4, xor2_1",
        "largest_reg_flops": 4,
    },
    "clock_network": {
        "cts_tree": "yes",
        "cts-root-buf": "clkbuf_4",
        "cts_buffers": 3,
        "path_clk_slew_ns": 0.04,
        "cts_buffer_depth": 2,
        "htreeDepth": 1,
        "holdBufCountCts": 0,
        "cts-resized-gates": 0,
        "post-cts-setup-buffers": 0,
        "cts_sinks": 4,
    },
    "route": {
        "dr.pass1.iters": 1,
        "wl_per_cell_um": 6.89,
        "diodes": 0,
        "first_iter_violations": 0,
        "num_vias": 151,
        "ant_nets": 0,
        "via_per_inst": 2.04,
        "drc": 0,
        "wirelength_um": 510,
    },
    "yosys": {
        "postSynthSeqShare": 0.444,
        "synth-warning-count": 1,
        "synth_area_um2": 180,
        "synth.distinct_cells": 7,
        "avgSynthCellArea_um2": 13.9,
        "netlist_instances": 13,
        "ys_cells": 13,
        "synth.top_cell.area_share": 0.444,
        "top_area_cell": "dfxtp_1",
        "ys.flops": 4,
        "topCellsByArea": "dfxtp_1, ha_1, fa_1",
        "ys_chip_area_um2": 180,
    },
    "floorplanning": {
        "die_h_um": 80,
        "chip_area_mm2": 0.00640,
        "die_w_um": 80,
        "num_io_pins": 13,
        "rows": 21,
        "fp_util": 0.0527,
        "design.core.area_mm2": 0.00342,
    },
    "run_status": {
        "status": "finished, final reports clean",
    },
    "place": {
        "gp_congestion": 0.782,
        "io_buffers": 12,
        "dp_hpwl_um": 463,
    },
    "min_path": {
        "hold_path.class": "primary input to flip-flop",
    },
    "run": {
        "drv_cap": 0,
        "warning_count": 25,
    },
}
-- area by class of cell --
cell class	count	area, um2	share of cell area
multi-input combinational	9	100	0.263
tap	46	57.6	0.151
clock buffer	3	22.5	0.0592
timing repair buffer	12	120	0.316
sequential	4	80.1	0.211
-- worst paths after layout --
path,from,end,depth (start not counted)
hold / removal,b[0],c[0]$_DFF_P_,2
setup / recovery,a[0],c[2]$_DFF_P_,4
-- critical path: stages --
cell and delay, ns:
clkdlybuf4s50_1 0.40, ha_1 0.24, fa_1 0.39, xor2_1 0.15
-- per-stage QoR --
step / power [mW] / area, um2 / setup slack, ns / TNS [ns] / std cells
floorplan: 0.141 / 180 / 0.456 / 0 / 13
global placement: 0.201 / 358 / -0.0119 / -0.0119 / 71
detailed placement: 0.202 / 358 / -0.0263 / -0.0525 / 71
CTS: 0.332 / 380 / 0.215 / 0 / 74
global route: 0.357 / 380 / 0.141 / 0 / 74
finish: 0.323 / 380 / 0.219 / 0 / 74
-- power by group through the flow --
stage                 combinational [mW]  sequential, mW  clock (mW)
after CTS                         0.0807           0.120       0.131
final                             0.0785           0.120       0.124
after global routing              0.0902           0.122       0.145
-- cell usage after synthesis (all sizes together) --
| cell type | count |
|---|---|
| ha | 3 |
| xor2 | 2 |
| xnor2 | 1 |
| a21o | 1 |
| fa | 1 |
| a21oi | 1 |
| dfxtp | 4 |
-- per-layer routing --
| layer | vias to the layer above | part of all wire | GRT usage | wire length [um] |
|---|---|---|---|---|
| met4 | 0 | 0 | 0.00352 | 0 |
| li1 | 74 | - | - | - |
| met5 | - | 0 | 0 | 0 |
| met3 | 0 | 0.36 | 0.0295 | 185 |
| met2 | 17 | 0.14 | 0.0128 | 72 |
| met1 | 60 | 0.49 | 0.0220 | 252 |
-- cell families after synthesis --
group,Yosys count,share of synthesized area
xor+xnor,3,0.146
fa+ha+maj,4,0.319
compound gates,2,0.0903
flops,4,0.444
Power and IR drop assume default switching activity.
